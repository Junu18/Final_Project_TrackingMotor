==> design.v <==
`timescale 1ns / 1ps
module pixel_mixer (
    input logic [11:0] img_bg,
    input logic [15:0][9:0] aim_x_all,
    input logic [15:0][9:0] aim_y_all,
    input logic [15:0]      aim_detected_all,
    input logic [15:0][11:0] box_x_min_all,
    input logic [15:0][11:0] box_x_max_all,
    input logic [15:0][11:0] box_y_min_all,
    input logic [15:0][11:0] box_y_max_all,
    input [9:0] mouse_x_pixel,
    input [9:0] mouse_y_pixel,
    input       click_l,
    click_r,
    click_m,
    input logic target_off,
    input logic is_locked,   
    input logic [3:0] locked_idx,   
    input logic center_hit,   
    input logic [9:0] x_pixel,
    input logic [9:0] y_pixel,
    output logic [3:0] r_port,
    output logic [3:0] g_port,
    output logic [3:0] b_port,
    output logic [9:0] target_x_coor,
    output logic [9:0] target_y_coor
);
    localparam logic [11:0] RED = 12'hF00;
    localparam logic [11:0] GREEN = 12'h0F0;
    localparam logic [11:0] BLUE = 12'h00F;
    localparam logic [11:0] WHITE = 12'hFFF;
    localparam logic [11:0] YELLOW = 12'hFF0;
    logic [11:0] aim_color_curr;   
    assign aim_color_curr = (is_locked && center_hit) ? WHITE : RED;
    localparam logic [11:0] BOX_COLOR = GREEN;
    localparam logic [11:0] TEXT_COLOR = GREEN;
    localparam logic [11:0] CENTER_BOX_COLOR = BLUE;
    localparam logic [11:0] MOUSE_COLOR = WHITE;
    localparam logic [11:0] CLICK_COLOR = YELLOW;
    localparam int AIM_LEN = 10;
    localparam int AIM_THK = 1;
    localparam w = 8, h = 16, scale = 2;
    function logic draw_digit(input [3:0] num, input [9:0] px, input [9:0] py,
                              input [9:0] ox, input [9:0] oy);
        logic sa, sb, sc, sd, se, sf, sg, on;
        int dx, dy;
        dx = (px - ox) / scale;
        dy = (py - oy) / scale;
        if (dx < 0 || dx > w || dy < 0 || dy > h) return 0;
        sa = (dy == 0) && (dx > 0 && dx < w);
        sb = (dx == w) && (dy > 0 && dy < (h / 2));
        sc = (dx == w) && (dy > (h / 2) && dy < h);
        sd = (dy == h) && (dx > 0 && dx < w);
        se = (dx == 0) && (dy > (h / 2) && dy < h);
        sf = (dx == 0) && (dy > 0 && dy < (h / 2));
        sg = (dy == (h / 2)) && (dx > 0 && dx < w);
        case (num)
            0: on = sa | sb | sc | sd | se | sf;
            1: on = sb | sc;
            2: on = sa | sb | sd | se | sg;
            3: on = sa | sb | sc | sd | sg;
            4: on = sb | sc | sf | sg;
            5: on = sa | sc | sd | sf | sg;
            6: on = sa | sc | sd | se | sf | sg;
            7: on = sa | sb | sc | sf;
            8: on = sa | sb | sc | sd | se | sf | sg;
            9: on = sa | sb | sc | sd | sf | sg;
            default: on = 0;
        endcase
        return on;
    endfunction
    logic is_text_pixel;
    logic [9:0] target_x, target_y;   
    logic [3:0] x_100, x_10, x_1;
    logic [3:0] y_100, y_10, y_1;
    assign target_x_coor = target_x;
    assign target_y_coor = target_y;
    always_comb begin
        is_text_pixel = 0;
        target_x      = 10'd319;
        target_y      = 10'd239;
        if (is_locked && aim_detected_all[locked_idx]) begin
            target_x = aim_x_all[locked_idx];
            target_y = aim_y_all[locked_idx];
            x_100 = target_x / 100;
            x_10 = (target_x / 10) % 10;
            x_1 = target_x % 10;
            y_100 = target_y / 100;
            y_10 = (target_y / 10) % 10;
            y_1 = target_y % 10;
            if (draw_digit(x_100, x_pixel, y_pixel, 10, 10)) is_text_pixel = 1;
            if (draw_digit(x_10, x_pixel, y_pixel, 30, 10)) is_text_pixel = 1;
            if (draw_digit(x_1, x_pixel, y_pixel, 50, 10)) is_text_pixel = 1;
            if (draw_digit(y_100, x_pixel, y_pixel, 10, 50)) is_text_pixel = 1;
            if (draw_digit(y_10, x_pixel, y_pixel, 30, 50)) is_text_pixel = 1;
            if (draw_digit(y_1, x_pixel, y_pixel, 50, 50)) is_text_pixel = 1;
        end
    end
    logic [11:0] mouse_icon[0:15];
    always_comb begin
        mouse_icon[0]  = 12'b100000000000;
        mouse_icon[1]  = 12'b110000000000;
        mouse_icon[2]  = 12'b111000000000;
        mouse_icon[3]  = 12'b111100000000;
        mouse_icon[4]  = 12'b111110000000;
        mouse_icon[5]  = 12'b111111000000;
        mouse_icon[6]  = 12'b111111100000;
        mouse_icon[7]  = 12'b111111110000;
        mouse_icon[8]  = 12'b111111111000;
        mouse_icon[9]  = 12'b111110000000;
        mouse_icon[10] = 12'b100011000000;
        mouse_icon[11] = 12'b000011000000;
        mouse_icon[12] = 12'b000001100000;
        mouse_icon[13] = 12'b000001100000;
        mouse_icon[14] = 12'b000000110000;
        mouse_icon[15] = 12'b000000000000;
    end
    logic on_box, on_aim, on_mouse, on_center_box;
    int aim_x_int, aim_y_int, x_pix_int, y_pix_int, m_dx, m_dy;
    always_comb begin
        on_box = 0;
        on_aim = 0;
        on_mouse = 0;
        on_center_box = 0;
        x_pix_int = x_pixel;
        y_pix_int = y_pixel;
        m_dx = x_pix_int - mouse_x_pixel;
        m_dy = y_pix_int - mouse_y_pixel;
        if (m_dx >= 0 && m_dx < 12 && m_dy >= 0 && m_dy < 16) begin
            if (mouse_icon[m_dy][11-m_dx] == 1'b1) on_mouse = 1;
        end
        if (is_locked) begin
            if ( ((y_pixel == 208 || y_pixel == 271) && (x_pixel >= 288 && x_pixel <= 351)) ||
                 ((x_pixel == 288 || x_pixel == 351) && (y_pixel >= 208 && y_pixel <= 271)) ) begin
                on_center_box = 1;
            end
        end
        for (int k = 0; k < 16; k = k + 1) begin
            if (aim_detected_all[k] && (!is_locked || (is_locked && k == locked_idx))) begin
                if ( ((y_pixel == box_y_min_all[k] || y_pixel == box_y_max_all[k]) && (x_pixel >= box_x_min_all[k] && x_pixel <= box_x_max_all[k])) ||
                     ((x_pixel == box_x_min_all[k] || x_pixel == box_x_max_all[k]) && (y_pixel >= box_y_min_all[k] && y_pixel <= box_y_max_all[k])) ) begin
                    on_box = 1;
                end
                aim_x_int = aim_x_all[k];
                aim_y_int = aim_y_all[k];
                if ( (y_pix_int >= aim_y_int - AIM_THK) && (y_pix_int <= aim_y_int + AIM_THK) && 
                     (x_pix_int >= aim_x_int - AIM_LEN) && (x_pix_int <= aim_x_int + AIM_LEN) )
                    on_aim = 1;
                if ( (x_pix_int >= aim_x_int - AIM_THK) && (x_pix_int <= aim_x_int + AIM_THK) && 
                     (y_pix_int >= aim_y_int - AIM_LEN) && (y_pix_int <= aim_y_int + AIM_LEN) )
                    on_aim = 1;
            end
        end
    end
    always_comb begin
        logic [11:0] pixel_color;
        if (on_mouse) begin
            pixel_color = (click_l || click_r) ? CLICK_COLOR : MOUSE_COLOR;
        end else if (is_text_pixel) begin
            pixel_color = TEXT_COLOR;
        end else if (on_aim) begin
            pixel_color = aim_color_curr;  
        end else if (on_center_box) begin
            pixel_color = CENTER_BOX_COLOR;
        end else if (on_box) begin
            pixel_color = BOX_COLOR;
        end else begin
            pixel_color = img_bg;
        end
        {r_port, g_port, b_port} = pixel_color;
    end
endmodule
==> run.sh <==
#!/bin/bash
# OpenROAD 26Q1-2900-gdf79404cd8, Yosys 0.63+post, stock flow scripts
make -C /OpenROAD-flow-scripts/flow DESIGN_CONFIG=/design/flow/config.mk WORK_HOME=/design/flow/orfs finish
==> config.mk <==
export PLATFORM = sky130hd
export DESIGN_NAME = pixel_mixer
export DESIGN_NICKNAME = pixel_mixer
export VERILOG_FILES = /design/flow/design.v
export SDC_FILE = /design/flow/constraint.sdc
export NUM_CORES = 4
export LEC_CHECK = 1
export CORE_AREA = 10 10 595 595
export DIE_AREA = 0 0 605 605
export SYNTH_HDL_FRONTEND = slang
==> constraint.sdc <==
current_design pixel_mixer

set clk_period 32.4
set clk_io_pct 0.2

create_clock -name clk0 -period $clk_period

set non_clock_inputs [all_inputs -no_clocks]
set_input_delay [expr $clk_period * $clk_io_pct] -clock clk0 $non_clock_inputs
set_output_delay [expr $clk_period * $clk_io_pct] -clock clk0 [all_outputs]
==> notes.md <==
The count of yosys warnings during synthesis came out at 0. The run gives 0 as the number of flip-flops and latches. Cell with the largest stage delay on the worst path: or4b_2. With the power after layout at 2.95 mW, the placed instance area is 0.0938 sq mm.

The yosys stat cell total is 10,200, and the pin count of the biggest net entering global routing is 51. The sequential standard cell area was 0 sq um; the final weighted congestion in routability-driven placement was 0.992. With the distinct cell type count of the synthesized netlist at 110, the average footprint of a synthesized cell is 7.34 sq um. At the worst endpoint, the required time is 25.92 ns.

The run gives 172 for the number of OpenROAD warnings. Subtracting the final worst setup slack from the clock period gives 31.24 ns. The number of DRC markers in iteration 0 is 5,515. Summing all non-filler instances in the final layout gives an area of 0.0948 sq mm.

Summed over all cells, the static leakage comes to 41.8 nW. In the post-route report, total wirelength is listed as 371,000 um. With the worst hold path stage count at 6, the antenna violation net count after detailed routing is 0. For this run, design rule violations remaining after detail routing come to 0. For the iteration tally of the first detailed-router pass, the log shows 6. STA classifies the critical path endpoint as an output port. The floorplan core area is 0.340 sq mm.

The full die area came out at 0.366 sq mm. With the actual slew at the worst max-slew pin at 1.68 ns, the overall die width is 605 um. The routed design shows a via density per instance of 4.93.

STA classifies the critical path startpoint as a primary input. STA puts the critical path data arrival time at 24.76 ns. The layout summary lists the proportion of cells stronger than drive strength 1 as 5.88%.

The run finished, with violations left. The final reports fail on slew limit. For this run, the register share of the synthesized area comes to 0%.

Summing every instance area after synthesis gives 0.0752 sq mm. The worst vdd rail ir drop was 0.141 mV; the maximum net fanout on the critical path was 10. The largest stage delay on the critical path is 0.62 ns. With the total cell area reported by yosys after synthesis at 0.0752 sq mm, the synthesis-to-layout area growth is 26.1%.

For this design the ratio of total power to cell area is 31.1 mW/mm^2. For this run, the total global-route usage over all layers was measured as 19.6%. The first global-routing pass estimated 522,000 um of wire. The detailed router placed 78,800 vias in this run. In the final timing run, aggregate negative setup slack is 0 ns. The final hold violation count recorded for this run is 0. For the headroom to the max-slew limit, the log shows -11.7%.

The part of the cycle the worst path needs is 96.4%. The post-CTS hold buffer count recorded in the log is 0. The wire length per cell is 23.2 um. The number of pins exceeding their max-slew limit in the final report was 2. In the placement report, post-DP HPWL is listed as 313,000 um. In the floorplan report the effective utilization is 22.1%.

The most critical min-delay path falls under in2out. For this design the top-level I/O count stands at 1,198. The worst setup path is of the in2out kind. Buffers placed on the I/O ports in this run total 1,196. For this run, the share of the core covered by cells in the final layout is 27.9%.

The number of antenna violations at the first check in global routing is 189. In the hold report, the worst path ends at b_port[2]. The source of the worst hold timing path is img_bg[2]. The via count of the first global-routing pass is 74,200, and the final worst hold slack is 13.75 ns. The die is 605 um tall. Per the timing report, the achievable frequency comes out to 32.0 MHz. The number of clock buffers in the layout was 0.

Max-cap violations in this run came to 0. The final setup violation count was 0; the placement row count was 214. The logs give 0 for the leftover overflow at the end of global routing and 10,200 for the post-synthesis instance total.
## metal layers
metal	GRT usage, %	part of all wire, %
met5	0	0.13
met4	8.21	4.5
met3	4.19	7.4
met2	30.5	44
met1	26.4	44
## synthesized netlist by cell type, types with 163 or more instances
cell type | instances | area (sq um)
clkbuf_1 | 196 | 736
xor2_1 | 505 | 4420
nand2_1 | 565 | 2120
nand3_1 | 276 | 1380
a21oi_1 | 739 | 3700
inv_1 | 851 | 3190
nor3_1 | 212 | 1060
nand4_1 | 278 | 1740
xnor2_1 | 516 | 4520
nor2b_1 | 464 | 2900
a21o_1 | 238 | 1790
nor2_1 | 604 | 2270
nand2b_1 | 495 | 3100
o21ai_0 | 693 | 3470
nor4_1 | 163 | 1020
ha_1 | 2095 | 26200
## layout make-up
class              count  area (sq um)
well taps           4536          5680
inverters            863          3260
repair buffers      1476         14100
multi-input cells   9023         71500
diodes                89           223
fillers            36800        246000
## cell families (layout without fill, tap and decap cells)
| group | after synthesis | in the layout | share of synthesized area, % |
|---|---|---|---|
| AND/OR/NAND/NOR | 3436 | 3436 | 24.3 |
| AND-OR/OR-AND | 2299 | 2300 | 18.7 |
| adder cells (fa/ha/maj) | 2098 | 2098 | 34.9 |
| buffers and inverters | 1225 | 2339 | 6.19 |
| XOR/XNOR | 1022 | 1022 | 11.9 |
| multiplexers | 165 | 165 | 3.92 |
| other | 1 | 91 | 0.00499 |
## per-stage QoR
stage | std cells | setup WS (ns)
final | 16000 | 1.16
after global routing | 16000 | -0.0452
after CTS | 15900 | 0.0283
after detailed placement | 15900 | -0.0169
after global placement | 15900 | -0.0615
after floorplan | 10200 | 0.00811
## power breakdown
part | switching, mW | internal [mW]
combinational | 1.65 | 1.30
sequential | 0 | 0
clock | 0 | 0.000000314
total | 1.65 | 1.30
## cell usage in the layout (no fill, tap or decap), types with 85 or more instances in the layout
cell type and count:
ha_1 2080, clkdlybuf4s50_1 1171, inv_1 845, a21oi_1 724, o21ai_0 673, nor2_1 594
nand2_1 561, xnor2_1 509, xor2_1 505, nand2b_1 495, nor2b_1 460, nand4_1 278
buf_4 274, nand3_1 270, a21o_1 238, nor3_1 204, nor4_1 152, mux4_2 101
diode_2 89, o21a_1 85
## what timing repair did
action,in CTS,in global routing
resized,2,97
buffers inserted,0,38
endpoints found under the setup margin,12,12
gates cloned,0,1
pin swaps,0,45
## worst max-delay path by stage
stage / cells after the start / slack (ns) / start / to
6_report: 91 / 1.16 / mouse_y_pixel[0] / r_port[2]
4_1_cts: 92 / 0.03 / x_pixel[0] / r_port[2]
5_1_grt: 100 / -0.05 / mouse_y_pixel[2] / b_port[0]
## worst max-delay path: cells and delay by family
kind                       cells  cell delay [ns]
and+or+nand+nor               27             4.44
adders and majority gates     11             3.00
AOI/OAI and AO/OA             31             6.46
buffers and inverters         12             2.16
muxes                          8             1.84
xor gates and xnor gates       2             0.37
Power figures rest on the tool's default switching activity, not on a simulated workload.
