==> ./design.v <==
`timescale 1ns / 1ps
module target_controller (
    input  logic        clk,
    input  logic        reset,
    input  logic [ 9:0] mouse_x,
    input  logic [ 9:0] mouse_y,
    input  logic        click_l,
    input  logic        click_r,
    input  logic [15:0][9:0] aim_x_all,
    input  logic [15:0][9:0] aim_y_all,
    input  logic [15:0]      aim_detected_all,
    input  logic [15:0][11:0] x_min_all, x_max_all,
    input  logic [15:0][11:0] y_min_all, y_max_all,
    output logic        is_locked,        
    output logic [ 3:0] locked_idx,       
    output logic        center_hit,       
    output logic        aim_detected_led, 
    output logic        target_locked_led 
);
    logic [9:0] last_target_x;
    logic [9:0] last_target_y;
    logic click_l_d, click_r_d;
    logic click_l_rise, click_r_rise;
    always_ff @(posedge clk) begin
        click_l_d <= click_l;
        click_r_d <= click_r;
    end
    assign click_l_rise = click_l && !click_l_d; 
    assign click_r_rise = click_r && !click_r_d;
    integer i;
    integer dist_01;
    integer min_dist;
    integer dx, dy;
    integer best_idx;
    always_ff @(posedge clk or posedge reset) begin
        if (reset) begin
            is_locked <= 0;
            locked_idx <= 0;
            last_target_x <= 319;
            last_target_y <= 239;
        end else begin
            if (click_r_rise) begin
                is_locked <= 0;
            end 
            else if (click_l_rise && !is_locked) begin
                for (i=0; i<16; i=i+1) begin
                    if (aim_detected_all[i]) begin
                        if (mouse_x >= x_min_all[i] && mouse_x <= x_max_all[i] &&
                            mouse_y >= y_min_all[i] && mouse_y <= y_max_all[i]) begin
                            is_locked <= 1;
                            locked_idx <= i[3:0];
                            last_target_x <= aim_x_all[i];
                            last_target_y <= aim_y_all[i];
                        end
                    end
                end
            end
            else if (is_locked) begin
                min_dist = 100000;
                best_idx = -1;
                for (i=0; i<16; i=i+1) begin
                    if (aim_detected_all[i]) begin
                        dx = (aim_x_all[i] > last_target_x) ? (aim_x_all[i] - last_target_x) : (last_target_x - aim_x_all[i]);
                        dy = (aim_y_all[i] > last_target_y) ? (aim_y_all[i] - last_target_y) : (last_target_y - aim_y_all[i]);
                        dist_01 = dx + dy;
                        if (dist_01 < min_dist) begin
                            min_dist = dist_01;
                            best_idx = i;
                        end
                    end
                end
                if (best_idx != -1 && min_dist < 150) begin
                    locked_idx <= best_idx[3:0];
                    last_target_x <= aim_x_all[best_idx];
                    last_target_y <= aim_y_all[best_idx];
                end 
            end
        end
    end
    always_comb begin
        if (is_locked && aim_detected_all[locked_idx]) begin
            if (aim_x_all[locked_idx] >= 288 && aim_x_all[locked_idx] <= 351 &&
                aim_y_all[locked_idx] >= 208 && aim_y_all[locked_idx] <= 271)
                center_hit = 1;
            else
                center_hit = 0;
        end else begin
            center_hit = 0;
        end
    end
    assign aim_detected_led  = (aim_detected_all != 0);
    assign target_locked_led = center_hit;
endmodule
==> ./run.sh <==
#!/bin/bash
# OpenROAD 26Q1-2900-gdf79404cd8, Yosys 0.63+post, stock flow scripts
make -C /OpenROAD-flow-scripts/flow DESIGN_CONFIG=/design/flow/config.mk WORK_HOME=/design/flow/orfs finish
==> ./config.mk <==
export PLATFORM = sky130hd
export DESIGN_NAME = target_controller
export DESIGN_NICKNAME = target_controller
export VERILOG_FILES = /design/flow/design.v
export SDC_FILE = /design/flow/constraint.sdc
export NUM_CORES = 4
export LEC_CHECK = 1
export CORE_AREA = 10 10 564 564
export DIE_AREA = 0 0 574 574
export SYNTH_HDL_FRONTEND = slang
==> ./constraint.sdc <==
current_design target_controller

set clk_period 57.2
set clk_io_pct 0.2

create_clock -name clk0 -period $clk_period [get_ports {clk}]

set non_clock_inputs [all_inputs -no_clocks]
set_input_delay [expr $clk_period * $clk_io_pct] -clock clk0 $non_clock_inputs
set_output_delay [expr $clk_period * $clk_io_pct] -clock clk0 [all_outputs]
==> commit_impl_results.txt <==
Log flow metrics for this revision

* Clock-pin slew of the registers on the worst-case setup and hold paths: about 100 ps
- Bufs on Longest Clock Path: 2
- Count of unique library cells instantiated by Yosys: approximately 110
- Count of routing violations after the opening detailed-route iteration: slightly below 7k
* Element type at the critical path start: primary input
- Critical path buffer and inverter count: 38
- Crit path time final: about 55000 ps
- The post-synth count of flops with an enable pin is 0.
* Fmax achieved: around 0.018 GHz
- The area recorded from the Yosys report for this design is 76500 um^2.
- The initial antenna violation count was 157.
* Largest clock skew in the final design: between 15 and 20 ps
- Clock buffer count from CTS: 3
* DR vias: a little under 90k
- Compound Share, Synth: 0.294
- The via count of the first global-routing pass was about 84k.
* Proportion of netlist area held by the largest area contributor: 0.314
- Non-Filler Cell Area, Final: approximately 110000 um^2
- By instance count after routing, the leading logic cell type is sky130_fd_sc_hd__ha_1.
- Per the final layout report, the fraction of cells sized above drive strength 1 comes to 0.161.
- The final timing report lists a max-slew violation count of 0.
- The floorplan has slightly above 200 rows.
* Number of hold-slack violations in the final timing report: 0
* Cell seen most often among critical-path stages: sky130_fd_sc_hd__a21o_1
- Post-route fraction of the period consumed by the critical path: 0.966
- The report counts max-capacitance violations totalling 0.
- After floorplanning, the core was sized to cover 306000 um^2.
* Flop and latch count out of synthesis: 27
* Number of cell instances after yosys synthesis: approximately 10k
- After global routing the overflow that remains totals 0.
* Number of warnings the tools reported: ~350
- Number of clock sinks: 27
* GRT Overall Usage: 0.312
- Maximum fanout along the worst path: 13
- After detailed placement, the total cell area comes to ~100000 um^2.
- For the final routed database, the setup TNS stands at 0 ps.
- Arrival @ worst endpoint: between 50000 and 60000 ps
* Top cells excl fill/tap: sky130_fd_sc_hd__ha_1 (1894), sky130_fd_sc_hd__inv_1 (1457), sky130_fd_sc_hd__buf_4 (1330)
- The cell sitting at the root of the clock tree is a sky130_fd_sc_hd__clkbuf_16.
- Largest stage delay, worst path: roughly 670 ps
* Area growth from synthesis to layout: 37.7%
* Area fraction in mux cells: 0.0685
- Per the post-synthesis report, the number of cells in the design is 10.2k.
* Dominant cell type by area after synthesis: sky130_fd_sc_hd__ha_1
* First-pass GRT wire length: 708000 um
- The number of cells on the worst reg-to-reg path is 236.
- Detailed-router iteration count before antenna repair: 8
* Least-Margin Pin Slew: 1070 ps
- Hold repair after CTS inserted 0 buffers.
- Async SR Flop Fraction: 0.926
* Die height: between 500 and 600 um
- OpenSTA, run right after detailed placement, puts the worst setup slack at -1450 ps.
* Xor and xnor fraction of the mapped netlist area: 0.0399
- Required time at the endpoint of the critical path: 57400 ps
* PnR worst setup slack: approximately 1900 ps
- Count of nets left with antenna violations after detail routing: 0
- The worst hold path passes through 2 cells.
- Largest delay contributor family on the critical path: AND-OR/OR-AND gates
- Summing every instance area after synthesis gives roughly 77000 um^2.
- H-tree levels: 1
* Count of endpoints failing setup in the final report: 0
- The share of the Yosys chip area taken by registers is 0.00892.
* Mean post-synth cell area: 7.51 um^2
* Initial core utilization: 0.250
- STA classifies the critical path endpoint as a flop.
- The later pin in the worst-skew pair is clocked with a latency of around 300 ps.
- Among all flip-flop cells after synthesis, the most frequent one is sky130_fd_sc_hd__dfstp_2.
- Die boundary width: between 500 and 600 um
* Result of the run: finished clean
* HPWL after detailed placement: between 400000 and 500000 um
- Start-to-end type of the worst setup path: primary input to flop
- The type recorded for the worst min-delay path is flop to flop.
* Fa+ha+maj area frac: 0.360
* Tally of filler cells in the layout: 32.5k
* Largest net degree at the start of global routing: 39
* Biggest combinational cell group after synthesis: adder cells
- Slowest cell on the critical path: sky130_fd_sc_hd__or4b_2
- Count of cell instances traversed by the critical path: roughly 240
* Via-to-Cell Ratio: ~5.3
* Clock tree from TritonCTS: built
- Worst hold margin: just over 600 ps
- The final weighted congestion recorded by global placement is 1.12.
- Excluding fillers, the count of instances in the completed layout stands at around 17k.
- As logged by OpenROAD, the buffers inserted on ports number between 1k and 1.5k.
- # DRC: 0
* Number of top-level pins: approximately 1.1k
- Average routed wire per standard cell: ~32 um
- Yosys warning count: 0
- Simple share: 0.141
* Die area: ~330000 um^2
- Top area cells in the synthesized netlist: sky130_fd_sc_hd__ha_1 (31%), sky130_fd_sc_hd__inv_1 (7.2%), sky130_fd_sc_hd__a21o_1 (5.7%)
- Drt total wl: roughly 530000 um
* Placed Cells incl. Taps: roughly 16k
- Max-slew headroom: 0.266
routing by layer:
metal	wire length (um)	GRT usage	vias up
met2	225000	0.462	3868
met5	478	0	-
li1	-	-	41546
met4	36400	0.170	78
met1	226000	0.411	41916
met3	45900	0.0878	1097
flip-flops by register name, indices dropped and copies added (netlist names):
signal         flops
is_locked          1
last_target_y     10
last_target_x     10
click_l_d          1
click_r_d          1
locked_idx         4
per-stage QoR:
step | utilization
2_1_floorplan | -
3_3_place_gp | 0.335
3_5_place_dp | 0.335
4_1_cts | 0.336
5_1_grt | 0.345
6_report | 0.345
worst register-to-register path: cells and delay by family, from the launching register on:
family | cells | cell delay (ps)
buf+inv | 37 | 5390
flops | 1 | 840
fa+ha+maj | 19 | 5530
compound gates | 107 | 19640
mux | 5 | 1030
simple gates | 68 | 12080
cell usage after synthesis, types with 74 or more instances:
| cell type | number |
|---|---|
| sky130_fd_sc_hd__ha_1 | 1922 |
| sky130_fd_sc_hd__inv_1 | 1465 |
| sky130_fd_sc_hd__a21oi_1 | 713 |
| sky130_fd_sc_hd__o21ai_0 | 653 |
| sky130_fd_sc_hd__a21o_1 | 580 |
| sky130_fd_sc_hd__nand2_1 | 564 |
| sky130_fd_sc_hd__nor2_1 | 405 |
| sky130_fd_sc_hd__mux2i_1 | 345 |
| sky130_fd_sc_hd__o21a_1 | 273 |
| sky130_fd_sc_hd__xnor2_1 | 272 |
| sky130_fd_sc_hd__nand4_1 | 233 |
| sky130_fd_sc_hd__clkbuf_1 | 207 |
| sky130_fd_sc_hd__nand2b_1 | 207 |
| sky130_fd_sc_hd__o21bai_1 | 207 |
| sky130_fd_sc_hd__nor2b_1 | 193 |
| sky130_fd_sc_hd__fa_1 | 176 |
| sky130_fd_sc_hd__nor3_1 | 147 |
| sky130_fd_sc_hd__mux2_2 | 109 |
| sky130_fd_sc_hd__a211oi_1 | 96 |
| sky130_fd_sc_hd__a221oi_1 | 86 |
| sky130_fd_sc_hd__nand3_1 | 81 |
| sky130_fd_sc_hd__xor2_1 | 77 |
| sky130_fd_sc_hd__o211ai_1 | 76 |
| sky130_fd_sc_hd__o22ai_1 | 74 |
area by class of cell:
cell class | count | area, um^2 | share of cell area
tap | 4100 | 5130 | 0.0487
multi-input combinational | 8420 | 71200 | 0.675
clock inverter | 1 | 7.51 | 0.0000712
timing repair buffer | 2552 | 22700 | 0.215
antenna | 70 | 175 | 0.00166
sequential | 27 | 686 | 0.00650
clock buffer | 3 | 75.1 | 0.000712
inverter | 1468 | 5520 | 0.0523
path summary, 6_finish.rpt:
path                                              start                      endpoint  slack [ps]
setup / recovery                           aim_x_all[3]  last_target_x[1]$_DFFE_PP1P_        1930
hold / removal                        click_r_d$_DFF_P_         is_locked$_DFFE_PP0P_         610
setup reg to reg           last_target_x[2]$_DFFE_PP1P_  last_target_x[1]$_DFFE_PP1P_       12550
hold reg to reg                       click_r_d$_DFF_P_         is_locked$_DFFE_PP0P_         610
max in group asynchronous                         reset     locked_idx[0]$_DFFE_PP0P_       45220
min in group asynchronous                         reset     locked_idx[1]$_DFFE_PP0P_       11580
cell families (layout without fill, tap and decap cells):
kind of cell,after synthesis,after routing
flip-flops,27,27
other,0,70
multiplexers,480,480
AND-OR/OR-AND,3364,3364
buffers and inverters,1753,4024
adder cells (fa/ha/maj),2098,2098
AND/OR/NAND/NOR,2127,2129
XOR/XNOR,349,349
what timing repair did:
item,4_1_cts,5_1_grt
setup buffers,10,78
resized,36,416
cloned,0,7
pin swaps,10,196
endpoints found under the setup margin,24,24
