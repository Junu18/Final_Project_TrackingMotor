==> design/flow/design.v <==
`timescale 1ns / 1ps
module ps2_rx (
    input  clk,
    input  reset,
    inout  ps2clk,
    inout  ps2data,
    output rx_done,
    output [7:0] valid_data,
    output debug_ps2clk,
    output debug_ps2data
);
    reg ps2clk_sync0, ps2clk_sync1, ps2clk_sync2;
    wire ps2clk_rising, ps2clk_falling;
    reg ps2data_sync0, ps2data_sync1, ps2data_sync2;
    wire ps2data_rising, ps2data_falling;
    always @(posedge clk, posedge reset) begin
        if (reset) begin
            ps2clk_sync0  <= 1'b1;
            ps2clk_sync1  <= 1'b1;
            ps2clk_sync2  <= 1'b1;
            ps2data_sync0 <= 1'b1;
            ps2data_sync1 <= 1'b1;
            ps2data_sync2 <= 1'b1;
        end else begin
            ps2clk_sync0  <= ps2clk;
            ps2clk_sync1  <= ps2clk_sync0;
            ps2clk_sync2  <= ps2clk_sync1;
            ps2data_sync0 <= ps2data;
            ps2data_sync1 <= ps2data_sync0;
            ps2data_sync2 <= ps2data_sync1;
        end
    end
    assign ps2clk_rising = ps2clk_sync1 & ~(ps2clk_sync2);
    assign ps2clk_falling = ~(ps2clk_sync1) & ps2clk_sync2;
    assign ps2data_rising = ps2data_sync1 & ~(ps2data_sync2);
    assign ps2data_falling = ~(ps2data_sync1) & ps2data_sync2;
    localparam RX_IDLE = 3, RX_DATA = 2, RX_PARITY = 1, RX_STOP = 0;
    reg [2:0] state_reg, state_next;
    reg [3:0] tick_cnt_reg, tick_cnt_next;
    reg [2:0] bit_cnt_reg, bit_cnt_next;
    reg [3:0] parity_cnt_reg, parity_cnt_next;
    reg [7:0] rx_data_reg, rx_data_next;
    reg [7:0] rx_buffer_reg, rx_buffer_next;
    reg rx_done_reg, rx_done_next;
    assign rx_done = rx_done_reg;
    assign valid_data  = rx_buffer_reg;
    assign debug_ps2clk = ps2clk;
    assign debug_ps2data = ps2data;
    always @(posedge clk, posedge reset) begin
        if (reset) begin
            state_reg        <= RX_IDLE;
            tick_cnt_reg     <= 0;
            bit_cnt_reg      <= 0;
            rx_data_reg      <= 0;
            rx_done_reg      <= 1'b0;
            rx_buffer_reg    <= 1'b0;
            parity_cnt_reg   <= 0;
        end else begin
            state_reg        <= state_next;
            tick_cnt_reg     <= tick_cnt_next;
            bit_cnt_reg      <= bit_cnt_next;
            rx_data_reg      <= rx_data_next;
            rx_done_reg      <= rx_done_next;
            rx_buffer_reg    <= rx_buffer_next;
            parity_cnt_reg   <= parity_cnt_next;
        end
    end
    always @(*) begin
        state_next        = state_reg;
        tick_cnt_next     = tick_cnt_reg;
        bit_cnt_next      = bit_cnt_reg;
        rx_data_next      = rx_data_reg;
        rx_done_next      = rx_done_reg;
        rx_buffer_next    = rx_buffer_reg;
        parity_cnt_next   = parity_cnt_reg;
        case (state_reg)
            RX_IDLE: begin
                rx_done_next = 1'b0;
                if (ps2clk_falling && ~ps2data_sync2) begin
                    bit_cnt_next    = 0;
                    tick_cnt_next   = 0;
                    parity_cnt_next = 0;
                    state_next      = RX_DATA;
                end
            end
            RX_DATA: begin
                if (ps2clk_falling) begin
                    if (ps2data_sync2 == 1) begin
                        parity_cnt_next = parity_cnt_reg + 1;
                    end
                    rx_data_next = {ps2data_sync2, rx_data_reg[7:1]};
                    if (bit_cnt_reg == 7) begin
                        state_next = RX_PARITY;
                    end else begin
                        bit_cnt_next = bit_cnt_reg + 1;
                    end
                end
            end
            RX_PARITY: begin
                if (ps2clk_falling) begin
                    if ((parity_cnt_reg[0] ^ ps2data_sync2) == 1'b1) begin
                        state_next = RX_STOP;
                    end else begin   
                        state_next = RX_IDLE;
                    end
                end
            end
            RX_STOP: begin
                if (ps2clk_falling && ps2data_sync2) begin
                    rx_done_next = 1'b1;
                    rx_buffer_next = rx_data_reg;
                    state_next = RX_IDLE;
                end
            end
        endcase
    end
endmodule
==> design/flow/run.sh <==
#!/bin/bash
# OpenROAD 26Q1-2900-gdf79404cd8, Yosys 0.63+post, stock flow scripts
make -C /OpenROAD-flow-scripts/flow DESIGN_CONFIG=/design/flow/config.mk WORK_HOME=/design/flow/orfs finish
==> design/flow/config.mk <==
export PLATFORM = sky130hd
export DESIGN_NAME = ps2_rx
export DESIGN_NICKNAME = ps2_rx
export VERILOG_FILES = /design/flow/design.v
export SDC_FILE = /design/flow/constraint.sdc
export NUM_CORES = 4
export LEC_CHECK = 1
export CORE_UTILIZATION = 30
export SYNTH_HDL_FRONTEND = slang
==> design/flow/constraint.sdc <==
current_design ps2_rx

set clk_period 2.0
set clk_io_pct 0.2

create_clock -name clk0 -period $clk_period [get_ports {clk}]

set non_clock_inputs [all_inputs -no_clocks]
set_input_delay [expr $clk_period * $clk_io_pct] -clock clk0 $non_clock_inputs
set_output_delay [expr $clk_period * $clk_io_pct] -clock clk0 [all_outputs]
==> report_table.html <==
<h2>Implementation results</h2>
<table>
<tr><th>Metric</th><th>Value</th></tr>
<tr><th colspan="2">Outcome</th></tr>
<tr><td>Status</td><td>aborted with a tool error</td></tr>
<tr><td>Last stage reached</td><td>global routing (5_1_grt)</td></tr>
<tr><td>Error that halted the flow</td><td>[ERROR RSZ-0074] Failed to build tree from global routes for pin 'ps2data' and net 'ps2data' at grid (3450, 10350): found route to 3 pins, expected 2</td></tr>
<tr><th colspan="2">Clock network</th></tr>
<tr><td>Buffer levels on the longest clock path</td><td>2</td></tr>
<tr><td>CTS HTree Levels</td><td>2</td></tr>
<tr><td>Clock root cell</td><td>clkbuf_8</td></tr>
<tr><td>Gates resized, CTS repair</td><td>0</td></tr>
<tr><td>Clock sinks</td><td>31</td></tr>
<tr><td># Post-CTS Setup Buffers</td><td>0</td></tr>
<tr><td>Cts bufs inserted</td><td>5</td></tr>
<tr><td>CTS Hold Bufs</td><td>0</td></tr>
<tr><th colspan="2">Synthesis</th></tr>
<tr><td>Post-synthesis share of cell area spent on and-or and or-and gates</td><td>roughly 7.0%</td></tr>
<tr><td>Area share of the largest cell type after synthesis</td><td>between 40% and 50%</td></tr>
<tr><td>Largest area contributor in the netlist</td><td>dfrtp_1</td></tr>
<tr><td>Synthesized instance count</td><td>92</td></tr>
<tr><td>Yosys cell count</td><td>about 92</td></tr>
<tr><td>Largest cells by area</td><td>dfrtp_1, dfstp_2, mux2_2, ha_1, nor2b_1</td></tr>
<tr><td>Number of distinct library cell variants in the gate-level netlist after synthesis</td><td>28</td></tr>
<tr><td>Synth Area in Simple Gates</td><td>8.78%</td></tr>
<tr><td>Share of synthesized area occupied by flip-flops and latches</td><td>between 60% and 70%</td></tr>
<tr><td>Mux contribution to synthesized area</td><td>between 15 and 20%</td></tr>
<tr><td>Post-synthesis instance area</td><td>about 1300 µm²</td></tr>
<tr><td>Prevailing logic family in the synthesized netlist</td><td>multiplexers</td></tr>
<tr><td>Post-Syn Area per Cell</td><td>about 14 µm²</td></tr>
<tr><td>Post-synthesis share of cell area spent on full adders, half adders and majority gates</td><td>under 10%</td></tr>
<tr><td>Xor+xnor area frac</td><td>0%</td></tr>
<tr><td>Flip-flop and latch count after synthesis</td><td>31</td></tr>
<tr><td>Yosys synthesis chip area</td><td>approximately 1300 µm²</td></tr>
<tr><td>Number of synthesis warnings</td><td>0</td></tr>
<tr><th colspan="2">Floorplan</th></tr>
<tr><td>Number of top-level pins</td><td>15</td></tr>
<tr><td>Row cnt</td><td>23</td></tr>
<tr><td>Horizontal extent of the die</td><td>just under 70 µm</td></tr>
<tr><td>Starting utilization of the core area</td><td>around a third</td></tr>
<tr><td>Die Y</td><td>slightly below 70 µm</td></tr>
<tr><th colspan="2">Placement</th></tr>
<tr><td>Input/output buffers</td><td>12</td></tr>
<tr><td>DPL Wire Length</td><td>1.26 mm</td></tr>
<tr><td>Placed instance area</td><td>roughly 1500 µm²</td></tr>
<tr><td>Final GP Congestion</td><td>approximately 0.81</td></tr>
<tr><td>Pre-CTS setup slack</td><td>0.506 ns</td></tr>
<tr><th colspan="2">Final timing</th></tr>
<tr><td>Endpoints left unconstrained</td><td>2</td></tr>
<tr><th colspan="2">Global routing</th></tr>
<tr><td>Pin count of the biggest net entering global routing</td><td>32</td></tr>
</table>
-- cell usage after synthesis --
master      n
a22o_1      1
a211oi_1    1
buf_6       2
nor2_1      2
dfrtp_1    24
ha_1        2
buf_4       3
a221oi_1    1
mux2_2     16
nor2b_4     1
nand3_4     1
nand2_2     1
a31oi_1     1
and4_1      1
nand2_1     6
a2bb2oi_1   1
a21oi_1     1
o21ai_0     1
inv_1       6
nor2b_1     4
o2bb2ai_1   1
mux2i_1     2
nand2b_1    2
o211a_4     1
o21bai_1    1
mux2_4      1
o31ai_1     1
dfstp_2     7
-- stage by stage --
| step | total power, mW | cells |
|---|---|---|
| 4_1_cts | 1.87 | 159 |
| 3_5_place_dp | 1.33 | 151 |
| 3_3_place_gp | 1.31 | 151 |
| 2_1_floorplan | 1.19 | 92 |
-- kinds of logic after synthesis --
family                     count (synthesis)
and+or+nand+nor                           18
adders and majority gates                  2
buffers and inverters                     11
AOI/OAI and AO/OA                         11
DFF                                       31
muxes                                     19
Power and IR drop assume default switching activity.
