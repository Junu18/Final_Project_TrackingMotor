$ cat config.mk
export PLATFORM = sky130hd
export DESIGN_NAME = enemy_predict_2s
export DESIGN_NICKNAME = enemy_predict_2s
export VERILOG_FILES = /design/flow/design.v
export SDC_FILE = /design/flow/constraint.sdc
export NUM_CORES = 4
export LEC_CHECK = 1
export CORE_UTILIZATION = 50
export SYNTH_HDL_FRONTEND = slang
$ cat constraint.sdc
current_design enemy_predict_2s

set clk_period 23.8
set clk_io_pct 0.2

create_clock -name clk0 -period $clk_period [get_ports {clk}]

set non_clock_inputs [all_inputs -no_clocks]
set_input_delay [expr $clk_period * $clk_io_pct] -clock clk0 $non_clock_inputs
set_output_delay [expr $clk_period * $clk_io_pct] -clock clk0 [all_outputs]
$ cat run.sh
#!/bin/bash
# OpenROAD 26Q1-2900-gdf79404cd8, Yosys 0.63+post, stock flow scripts
make -C /OpenROAD-flow-scripts/flow DESIGN_CONFIG=/design/flow/config.mk WORK_HOME=/design/flow/orfs finish
$ cat design.v
`timescale 1ns / 1ps
module enemy_predict_2s (
    input logic clk,
    input logic reset,
    input logic [15:0] x_meas_now,
    input logic [15:0] y_meas_now,
    input logic        red_detect_in,
    output logic [15:0] x_predict_out,
    output logic [15:0] y_predict_out,
    output logic        vir_red_detect
);
    localparam int X_MAX = 639;
    localparam int Y_MAX = 479;
    localparam int CENTER_X = 319;
    localparam int CENTER_Y = 239;
    localparam int SAMPLE_PERIOD = (100_000_000/1000) * 200;  
    localparam int GIVEUP_CNT = 10;
    localparam int VMAX = 16;   
    localparam int V_EMA_SHIFT = 3;   
    localparam int DECAY_SHIFT   = 4;  
    localparam int CNT_WIDTH = $clog2(SAMPLE_PERIOD);
    localparam int MISS_WIDTH = $clog2(GIVEUP_CNT + 1);
    logic [CNT_WIDTH-1:0] tick_cnt;
    logic sampling_time;
    always_ff @(posedge clk, posedge reset) begin
        if (reset) begin
            tick_cnt      <= '0;
            sampling_time <= 1'b0;
        end else begin
            if (tick_cnt == SAMPLE_PERIOD - 1) begin
                tick_cnt      <= '0;
                sampling_time <= 1'b1;
            end else begin
                tick_cnt      <= tick_cnt + 1'b1;
                sampling_time <= 1'b0;
            end
        end
    end
    logic [15:0] x_out, y_out;   
    logic [15:0] x_meas_prev, y_meas_prev;   
    logic signed [15:0] vx, vy;
    logic prev_detect_valid;   
    logic [MISS_WIDTH-1:0] miss_cnt;
    logic virtual_track;
    always_ff @(posedge clk, posedge reset) begin
        if (reset) begin
            x_out             <= CENTER_X[15:0];
            y_out             <= CENTER_Y[15:0];
            x_meas_prev       <= 16'd0;
            y_meas_prev       <= 16'd0;
            prev_detect_valid <= 1'b0;
            vx                <= '0;
            vy                <= '0;
            miss_cnt          <= '0;
            virtual_track     <= 1'b0;
        end else begin
            if (sampling_time) begin   
                if (red_detect_in) begin
                    x_out <= x_meas_now;
                    y_out <= y_meas_now;
                    if (prev_detect_valid) begin
                        logic signed [15:0] vx_meas, vy_meas;
                        logic signed [15:0] vx_adjusted, vy_adjusted;
                        vx_meas = $signed(x_meas_now) -
                            $signed(x_meas_prev);   
                        vy_meas = $signed(y_meas_now) - $signed(y_meas_prev);
                        if (vx_meas > $signed(VMAX))        
                            vx_adjusted = $signed(VMAX);
                        else if (vx_meas < -$signed(VMAX))
                            vx_adjusted = -$signed(VMAX);
                        else vx_adjusted = vx_meas;
                        if (vy_meas > $signed(VMAX))
                            vy_adjusted = $signed(VMAX);
                        else if (vy_meas < -$signed(VMAX))
                            vy_adjusted = -$signed(VMAX);
                        else vy_adjusted = vy_meas;
                        vx <= vx + ((vx_adjusted - vx) >>> V_EMA_SHIFT);
                        vy <= vy + ((vy_adjusted - vy) >>> V_EMA_SHIFT);
                    end else begin
                        vx <= '0;
                        vy <= '0;
                    end
                    x_meas_prev       <= x_meas_now;
                    y_meas_prev       <= y_meas_now;
                    prev_detect_valid <= 1'b1;
                    miss_cnt          <= '0;
                    virtual_track     <= 1'b1;
                end else begin   
                    prev_detect_valid <= 1'b0;
                    if (virtual_track) begin
                        if (miss_cnt < GIVEUP_CNT[MISS_WIDTH-1:0]) begin  
                            logic signed [15:0] vx_c, vy_c;
                            int x_next, y_next;
                            logic [MISS_WIDTH-1:0] miss_next;
                            if (vx > $signed(VMAX)) vx_c = $signed(VMAX);
                            else if (vx < -$signed(VMAX)) vx_c = -$signed(VMAX);
                            else vx_c = vx;
                            if (vy > $signed(VMAX)) vy_c = $signed(VMAX);
                            else if (vy < -$signed(VMAX)) vy_c = -$signed(VMAX);
                            else vy_c = vy;
                            x_next = $signed({1'b0, x_out}) + vx_c;
                            y_next = $signed({1'b0, y_out}) + vy_c;
                            if (x_next < 0) x_out <= 16'd0;
                            else if (x_next > X_MAX) x_out <= X_MAX[15:0];
                            else x_out <= x_next[15:0];
                            if (y_next < 0) y_out <= 16'd0;
                            else if (y_next > Y_MAX) y_out <= Y_MAX[15:0];
                            else y_out <= y_next[15:0];
                            vx <= vx - (vx >>> DECAY_SHIFT);
                            vy <= vy - (vy >>> DECAY_SHIFT);
                            miss_next = miss_cnt + 1'b1;
                            miss_cnt <= miss_next;
                            if (miss_next >= GIVEUP_CNT[MISS_WIDTH-1:0]) begin
                                virtual_track <= 1'b0;
                                vx            <= '0;
                                vy            <= '0;
                                x_out         <= CENTER_X[15:0];
                                y_out         <= CENTER_Y[15:0];
                                miss_cnt      <= GIVEUP_CNT[MISS_WIDTH-1:0];
                            end
                        end else begin  
                            virtual_track <= 1'b0;
                            vx            <= '0;
                            vy            <= '0;
                            x_out         <= CENTER_X[15:0];
                            y_out         <= CENTER_Y[15:0];
                        end
                    end else begin
                        x_out <= CENTER_X[15:0];
                        y_out <= CENTER_Y[15:0];
                    end
                end
            end
        end
    end
    always_comb begin
        vir_red_detect = virtual_track;
        if (virtual_track) begin
            x_predict_out = x_out;
            y_predict_out = y_out;
        end else begin
            x_predict_out = CENTER_X[15:0];
            y_predict_out = CENTER_Y[15:0];
        end
    end
endmodule
==> impl_metrics.tcl <==
# metrics dict for downstream scripts
set metrics [dict create \
    outcome "finished clean" \
    stdcell_area_um2 15260 \
    final.min_clock_period_ps 12270 \
    worst-endpoint-arrival_ps 12640 \
    grt_setup_unrepaired "no" \
    slew_viols_final 0 \
    tally_of_max_capacitance_violations 0 \
    wl_final_mm 38.35 \
    setup_failing_eps_final 0 \
    ys_async_sr_fraction_pct 100.0 \
    floorplan.core_util_pct 50.92 \
    synth.cell_area_um2 13680 \
    final.period_utilization_pct 51.55 \
    ant_nets_after_route 0 \
    floorplan_die_height_um 167.4 \
    numClockSinks 128 \
    post-synth-top-area-cell "sky130_fd_sc_hd__dfrtp_1" \
    hold_path_depth 1 \
    worstSetupEndpoint "vy[15]" \
    cp_data_required_time_ps 24170 \
    power.ir.vdd_worst_mv 0.04556 \
    initial_antenna_violation_count 0 \
    crit_path_max_fanout 9 \
    edff_count_synth 0 \
    openroad.warnings 36 \
    yosys_register_bits 128 \
    min-delay-path-class "register to register" \
    timing.reg2reg.worst_path_depth 34 \
    clock.fmax_mhz 81.50 \
    cell_at_the_slowest_stage_of_the_critical_path "sky130_fd_sc_hd__nor3b_1" \
    crit_family "AND-OR/OR-AND gates" \
    vias_per_cell 5.883 \
    cp.depth 36 \
    tritoncts "yes" \
    setup_total_negative_slack_ps 0 \
    io-pin-count 68 \
    clock-root-buffer "sky130_fd_sc_hd__clkbuf_16" \
    h-tree-depth 4 \
    synth_cell_types 89 \
    synth_cells 1712 \
    power.switching_uw 176.6 \
    reg2reg_setup_slack_ps 16020 \
    detail_route.first_pass.iterations 5 \
    cts.path.max_buffers 2 \
    p_int_uw 430.3 \
    fin_hold_ws_ps 463.6 \
    critical_path.startpoint_type "input pin" \
    power_frac_comb_pct 18.7 \
    yosys_instances 1712 \
    cpPeakStageDelay_ps 460 \
    clk_pin_slew_worst_paths_ps 70 \
    floorplan.rows 60 \
    fp.dieArea_um2 28030 \
    postPlaceCellArea_um2 14660 \
    postCtsHoldBufs 0 \
    ys_dominant_reg_cell "sky130_fd_sc_hd__dfrtp_1" \
    gp_congestion 0.9734 \
    cts_made_buffers 17 \
    yosysWarningCount 0 \
    drt_drc_violations_left 0 \
    r2r-start "y_meas_prev[0]" \
    core_region_area_um2 26880 \
    cp-end-kind "register" \
    drt_iter0_drc 922 \
    r2r_end "vy[15]" \
    synth-area-yosys_um2 13680 \
    place.detailed.instances 2079 \
    global_route_wire_length_before_repair_mm 62.06 \
    dominant_cell_area_share_pct 20.85 \
    post_synth_most_frequent_cells "sky130_fd_sc_hd__ha_1 (167), sky130_fd_sc_hd__inv_1 (166), sky130_fd_sc_hd__a21oi_1 (137), sky130_fd_sc_hd__nand2_1 (130), sky130_fd_sc_hd__o21ai_0 (124)" \
    syn_to_final_growth_pct 11.48 \
    worst_slew_margin_rel_pct 29.66 \
    routedWlPerCell_um 18.17 \
    post-cts-setup-buffers 0 \
    globalRouteOverflowTotal 0 \
    drive_gt1_share_pct 5.028 \
    startpoint_of_the_worst_setup_timing_path "y_meas_now[0]" \
    clock-skew-final_ps 11.39 \
    critPathBufInv 3 \
    post_layout_nonfiller_instances 2111 \
    clock_insertion_delay_worst_skew_ps 430 \
    cellPowerDensity_nw_per_um2 39.78 \
    synthMostInstantiatedCell "sky130_fd_sc_hd__ha_1" \
    die_w_um 167.4 \
    grt_start_max_net_pins 66 \
    routed-via-count 12420 \
    area_leaders "sky130_fd_sc_hd__dfrtp_1 (21%), sky130_fd_sc_hd__ha_1 (15%), sky130_fd_sc_hd__a21oi_1 (5.0%)" \
    ys_seq_share_pct 23.53 \
    portBuffers 67 \
    sw_frac_of_total_pct 29.10 \
    cellLeakagePower_uw 0.007131 \
    post-dp-hpwl_mm 29.74 \
    ctsResizeCount 0 \
    worstSetupPathType "input pin to register" \
    first_global_vias 11510 \
    count_of_antenna_diodes_in_the_layout 0 \
    track_usage_pct 28.68 \
    clkPwrFrac_pct 45.4 \
    tightest_slew_ps 1047 \
    final-hold-violation-count 0 \
    power.share.sequential_pct 35.9 \
    postSynthAreaPerCell_um2 7.993 \
]
-- per-layer routing --
metal,vias up,routed length [um],track usage [%]
met1,5812,20120,47.65
li1,6284,-,-
met4,0,256,2.074
met3,16,2089,4.911
met2,306,15890,41.27
met5,-,0,0
-- placed cells by master (no fill, tap or decap), types with 8 or more instances in the layout --
| cell type | count |
|---|---|
| sky130_fd_sc_hd__a211oi_1 | 15 |
| sky130_fd_sc_hd__a21boi_0 | 11 |
| sky130_fd_sc_hd__a21o_1 | 39 |
| sky130_fd_sc_hd__a21oi_1 | 137 |
| sky130_fd_sc_hd__a221oi_1 | 19 |
| sky130_fd_sc_hd__a22oi_1 | 10 |
| sky130_fd_sc_hd__a31oi_1 | 11 |
| sky130_fd_sc_hd__and2_1 | 37 |
| sky130_fd_sc_hd__and3_1 | 24 |
| sky130_fd_sc_hd__buf_4 | 11 |
| sky130_fd_sc_hd__clkbuf_16 | 17 |
| sky130_fd_sc_hd__clkdlybuf4s50_1 | 67 |
| sky130_fd_sc_hd__dfrtp_1 | 114 |
| sky130_fd_sc_hd__dfstp_2 | 14 |
| sky130_fd_sc_hd__fa_1 | 8 |
| sky130_fd_sc_hd__ha_1 | 167 |
| sky130_fd_sc_hd__inv_1 | 165 |
| sky130_fd_sc_hd__mux2i_1 | 11 |
| sky130_fd_sc_hd__nand2_1 | 130 |
| sky130_fd_sc_hd__nand2b_1 | 25 |
| sky130_fd_sc_hd__nand3_1 | 50 |
| sky130_fd_sc_hd__nand4_1 | 20 |
| sky130_fd_sc_hd__nor2_1 | 113 |
| sky130_fd_sc_hd__nor2b_1 | 24 |
| sky130_fd_sc_hd__nor3_1 | 41 |
| sky130_fd_sc_hd__nor4_1 | 12 |
| sky130_fd_sc_hd__o21a_1 | 41 |
| sky130_fd_sc_hd__o21ai_0 | 123 |
| sky130_fd_sc_hd__o21bai_1 | 16 |
| sky130_fd_sc_hd__o221ai_1 | 18 |
| sky130_fd_sc_hd__o31ai_1 | 8 |
| sky130_fd_sc_hd__or2_2 | 8 |
| sky130_fd_sc_hd__or3_1 | 13 |
| sky130_fd_sc_hd__xnor2_1 | 67 |
| sky130_fd_sc_hd__xor2_1 | 50 |
-- registers in the layout (all words and copies together), names as in the netlist --
name,cells
y_out,16
vx,16
x_meas_prev,16
miss_cnt,4
x_out,16
tick_cnt,25
prev_detect_valid,1
vir_red_detect,1
y_meas_prev,16
sampling_time,1
vy,16
-- worst min-delay path by stage --
stage	startpoint	endpoint	slack [ps]
finish	tick_cnt[6]	tick_cnt[6]	460
global route	tick_cnt[4]	tick_cnt[4]	490
CTS	tick_cnt[6]	tick_cnt[6]	470
-- area by class of cell --
type | instances | area (um2)
Fill cell | 2457 | 11620
Multi-Input combinational cell | 1365 | 9625
Sequential cell | 128 | 3221
Timing Repair Buffer | 78 | 753.2
Inverter | 167 | 631.9
Clock buffer | 18 | 429.2
Tap cell | 341 | 426.7
Clock inverter | 14 | 168.9
-- stage by stage --
| step | util [%] | total power, uW | setup WS (ps) |
|---|---|---|---|
| 2_1_floorplan | - | 306.2 | 12300 |
| 3_3_place_gp | 54.54 | 333.2 | 11290 |
| 3_5_place_dp | 54.54 | 332.9 | 11190 |
| 4_1_cts | 56.76 | 610.7 | 11620 |
| 5_1_grt | 56.76 | 632.9 | 10760 |
| 6_report | 56.76 | 606.9 | 11530 |
-- kinds of logic (layout without fill, tap and decap cells) --
group | Yosys count | in the layout | synth area share, %
AND-OR/OR-AND | 529 | 529 | 25.86
XOR/XNOR | 117 | 117 | 7.488
adder cells (fa/ha/maj) | 175 | 175 | 16.44
flip-flops | 128 | 128 | 23.53
multiplexers | 13 | 13 | 0.9692
AND/OR/NAND/NOR | 531 | 531 | 19.48
buffers and inverters | 219 | 277 | 6.236
-- power by group through the flow --
| stage | Clock (uW) | Combinational, uW | Sequential (uW) |
|---|---|---|---|
| after CTS | 280 | 113 | 218 |
| final | 276 | 113 | 218 |
| after global routing | 289 | 126 | 218 |
Power is estimated from default activity; no workload was simulated.
